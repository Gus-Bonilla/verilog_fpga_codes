==> run.sh <==
#!/bin/bash
# OpenROAD 26Q1-2900-gdf79404cd8, Yosys 0.63+post, stock flow scripts
make -C /OpenROAD-flow-scripts/flow DESIGN_CONFIG=/design/flow/config.mk WORK_HOME=/design/flow/orfs finish
==> design.v <==
module Contador_letra_horizontal (
input clk,
output reg clk_horiz);
integer contador;
always @(posedge clk)
begin
	if(contador==1585)
		begin
			contador<=1;
		end
	else
		contador<=contador+1;
end
always @(contador)
begin
	if(contador>=0 && contador<=190)
		begin
			clk_horiz=1'b0;
		end
	else
		clk_horiz=1'b1;	
end
endmodule
==> config.mk <==
export PLATFORM = sky130hd
export DESIGN_NAME = Contador_letra_horizontal
export DESIGN_NICKNAME = Contador_letra_horizontal
export VERILOG_FILES = /design/flow/design.v
export SDC_FILE = /design/flow/constraint.sdc
export NUM_CORES = 4
export LEC_CHECK = 1
export CORE_AREA = 10 10 107 107
export DIE_AREA = 0 0 117 117
==> constraint.sdc <==
current_design Contador_letra_horizontal

set clk_period 3.8
set clk_io_pct 0.2

create_clock -name clk0 -period $clk_period [get_ports {clk}]

set non_clock_inputs [all_inputs -no_clocks]
set_input_delay [expr $clk_period * $clk_io_pct] -clock clk0 $non_clock_inputs
set_output_delay [expr $clk_period * $clk_io_pct] -clock clk0 [all_outputs]
==> results.rst <==
Run summary
-----------

.. list-table::
   :header-rows: 1

   * - Metric
     - Value
   * - Remaining Overflow, GRT
     - 0
   * - Clock-pin slew of the registers on the worst-case setup and hold paths
     - 0.06 ns
   * - Outcome
     - finished clean
   * - Type of element capturing the critical path
     - output port
   * - Final max-slew violation count
     - 0
   * - Total Die Area
     - 13690 um2
   * - Layout overhead on the synthesized area
     - 13.21%
   * - Max_cap viols
     - 0
   * - Worst EP arrival
     - 2.02 ns
   * - Post-Synth Adder-Cell Area
     - 0.03303
   * - Number of flip-flops in the largest register
     - 32
   * - Simple-gate portion of the synthesized area
     - 0.3220
   * - Total of fill cells in the finished design
     - 1014
   * - Parity-gate share of the synthesized area counting xor and xnor cells
     - 0.1676
   * - Number of storage elements in the synthesis netlist
     - 32
   * - Logic depth of the worst register-to-register path
     - 4
   * - Number of warnings in the stage logs
     - 29
   * - Dominant kind of combinational cell
     - simple AND/OR/NAND/NOR gates
   * - Leakage dissipation
     - 0.6247 nW
   * - Maximum clock skew at final layout
     - 0.002905 ns
   * - Drt total wl
     - 2.683 mm
   * - Via count of the first global-routing pass
     - 948
   * - Worst hold-check path type
     - flip-flop to flip-flop
   * - Top post-synthesis cells by area
     - dfxtp_1 42%, xor2_1 9.2%, xnor2_1 7.5%, nand4_1 5.0%, nand3_1 4.0%
   * - Largest regs
     - contador: 32 flops
   * - Die extent in y
     - 117 um
   * - Number of remaining DRC errors
     - 0
   * - End of the worst register-to-register path
     - contador[31]
   * - Detailed placement HPWL
     - 1.917 mm
   * - Average cell area after synthesis
     - 9.296 um2
   * - Post-CTS repair timing setup buffer count
     - 0
   * - Critical path peak fanout
     - 11
   * - Effective utilization at floorplan
     - 0.1648
   * - Routed wire length per instance
     - 9.721 um
   * - Maximum number of pins on one net before global-route repair
     - 12
   * - Site row count
     - 35
   * - Setup repair after global routing missed its margin
     - no
   * - Antenna violations before repair
     - 0
   * - Clock tree from TritonCTS
     - done
   * - Floorplan Core Area
     - 9196 um2
   * - Number of top-level design ports
     - 2
   * - Compound-cell area share of the yosys netlist
     - 0.009909
   * - Reg area
     - 640.6 um2
   * - Count of inserted antenna diode cells
     - 0
   * - Via count
     - 1107
   * - Category of the most critical setup path
     - flip-flop to output port
   * - Power Dens Cells
     - 349.4 nW/um2
   * - Min-Delay Endpoint
     - contador[0]
   * - Seq share, synth
     - 0.4228
   * - Sort of element at the start of the critical path
     - flip-flop
   * - Cells in synth_stat.txt
     - 163
   * - Reg2reg setup slack
     - 1.80 ns
   * - Register with the most flip-flops
     - contador
   * - Total area of multi-input combinational cells
     - 817.0 um2
   * - Clock Root Buffer
     - clkbuf_8
   * - Start of the worst register-to-register path
     - contador[9]
   * - Total of cells resized after clock tree synthesis
     - 0
   * - Antenna Violating Nets Remaining
     - 0
   * - F_max
     - 359.9 MHz
   * - Die width
     - 117 um
   * - Post-layout min period
     - 2.779 ns
   * - Number of failing setup endpoints in the final timing report
     - 0
   * - Most used logic cell in the final layout
     - dfxtp_1
   * - Setup TNS
     - 0 ns
   * - Buffer depth of the longest clock path
     - 2
   * - Yosys Chip Area
     - 1515 um2
   * - Pin slew with the least headroom to its limit
     - 0.4412 ns
   * - Wire length of the first global-routing pass
     - 4.609 mm
   * - Final-report hold violation count
     - 0
   * - Min-delay src
     - contador[0]
   * - Cell type with the largest total area after synthesis
     - dfxtp_1
   * - Fraction of synthesized cell area taken by the top area cell type
     - 0.4228
   * - Required @ worst endpoint
     - 3.04 ns
   * - Commonest non-fill, non-tap cells in the layout
     - 32 x dfxtp_1, 16 x xor2_1, 13 x xnor2_1
   * - Final weighted congestion in routability-driven placement
     - 0.8107
   * - Aggregate global-route resource usage
     - 0.04014
   * - Slew margin rel.
     - 0.7031
   * - Hold-critical path depth
     - 1
   * - First-pass iteration count of the detailed router
     - 4
   * - Total placed cells including tap cells
     - 268
   * - Ratio of cells with drive above 1 in the final layout
     - 0.06061
   * - Port buffer count
     - 1
   * - Final instance count without filler cells
     - 276
   * - Mux share of post-synthesis cell area
     - 0.006606
   * - Post-layout period usage
     - 0.7312
   * - IR drop worst, VDD
     - 0.1179 mV
   * - Yosys warning tally
     - 1
   * - Post-Synthesis Cells
     - 163
   * - Hold bufs inserted after CTS
     - 0
   * - # H-tree levels
     - 2
   * - Initial drt markers
     - 104
   * - Number of clock buffers inserted by TritonCTS
     - 5
   * - Source-to-sink clock delay at the later pin of the worst-skew pair
     - 0.28 ns
   * - Crit. Startpoint
     - contador[2]
   * - Ratio of routed vias to standard cells
     - 4.011
   * - Tally of unique sky130hd cells used after synthesis
     - 28
   * - Synth Cell Area
     - 1515 um2
   * - Sinks on Clock Net
     - 32
[worst max-delay path, cell delays in order (launching register included)]
cell	delay, ns
dfxtp_1	0.42
and4_1	0.44
nor3b_1	0.21
o21ai_0	0.10
nand4b_1	0.11
clkdlybuf4s50_1	0.46
[layer usage]
metal	vias to the layer above	GRT usage	routed length (um)
li1	571	-	-
met5	-	0	0
met3	8	0.009288	90
met1	518	0.06013	1361
met2	10	0.05549	1129
met4	0	0.01236	102
[where the power goes]
| group | total, mW | internal, mW | switching [mW] |
|---|---|---|---|
| clock network | 0.264 | 0.147 | 0.116 |
| registers | 0.335 | 0.335 | 0 |
| logic | 0.000000322 | 0 | 0 |
[layout make-up]
cell class / count / share of cell area
repair buffers: 1 / 0.005835
multi-input cells: 119 / 0.4763
flip-flops and latches: 32 / 0.3734
well taps: 111 / 0.08096
clock buffers: 8 / 0.05252
inverters: 5 / 0.01094
[cells by family (layout without fill, tap and decap cells)]
logic type,after synthesis,count (layout)
XOR/XNOR,29,29
multiplexers,1,1
flip-flops,32,32
AND/OR/NAND/NOR,82,82
adder cells (fa/ha/maj),4,4
buffers and inverters,12,14
AND-OR/OR-AND,3,3
[cell usage after synthesis]
master	count
and2_1	2
and3_1	7
and4_1	3
buf_2	1
buf_4	1
buf_6	1
clkbuf_1	4
dfxtp_1	32
ha_1	4
inv_1	5
mux2i_1	1
nand2_1	10
nand3_1	12
nand4_1	12
nand4b_1	1
nor2_1	12
nor2b_1	1
nor3_1	6
nor3_2	2
nor3b_1	2
nor4_1	7
nor4_2	1
nor4b_4	1
nor4bb_1	2
o21ai_0	3
or4_1	1
xnor2_1	13
xor2_1	16
[how the worst max path moves through the flow]
stage | endpoint | slack, ns | depth (start not counted)
4_1_cts | clk_horiz | 1.01 | 5
5_1_grt | clk_horiz | 0.83 | 5
6_report | clk_horiz | 1.02 | 5
[stage by stage]
step	util	instance area [um2]	hold slack, ns	total power [mW]	setup slack, ns
finish	0.1865	1715	0.4573	0.5993	1.021
global route	0.1865	1715	0.4669	0.6253	0.8333
CTS	0.1865	1715	0.4589	0.6075	1.009
detailed placement	0.1767	1625	0.4506	0.3429	1.322
global placement	0.1767	1625	0.4378	0.3429	1.356
floorplan	-	1515	0.4108	0.3429	1.969
Power is estimated from default activity; no workload was simulated.
