==> ./design.v <==
module Deco_4bin_to_7seg_hex (
input a,b,c,d,
output s1,s2,s3,s4,s5,s6,s7 ) ;
assign s1=(~b&~d)|(~a&c)|(a&~d)|(b&c)|(~a&b&d)|(a&~b&~c) ;
assign s2=(~a&~b)|(~b&~c)|(~b&~d)|(~a&~c&~d)|(~a&c&d)|(a&~c&d) ;
assign s3=(~c&d)|(~a&~c)|(~a&b)|(~b&~c)|(a&~b)|(~a&~b&d) ;
assign s4=(~a&~b&~d)|(~b&c&d)|(b&~c&d)|(b&c&~d)|(a&~c&~d) ;
assign s5=(~b&~d)|(c&~d)|(a&c)|(a&~d)|(a&b) ;
assign s6=(~c&~d)|(b&~d)|(a&~b)|(~a&b&~c)|(a&c&d) ;
assign s7=(c&~d)|(~b&c)|(a&~b)|(a&c)|(~a&b&~c)|(b&~c&d) ;
endmodule
module contador_asendente_desendente_fpga (
input clk,dir,rst,
output s1,s2,s3,s4,s5,s6,s7);
wire w0,w1,w2,w3,w4,w5,w6,w7;
wire [3:0]bus_4;
div_frec 				conex1 	(.clk(clk),.clk_div(w0));
state_machine 			conex2 	(.clk(w0),.dir(dir),.rst(rst),.salida(bus_4));
Deco_4bin_to_7seg_hex 	conex3 	(.a(bus_4[3]),.b(bus_4[2]),.c(bus_4[1]),.d(bus_4[0]),.s1(w1),.s2(w2),.s3(w3),.s4(w4),.s5(w5),.s6(w6),.s7(w7));
not (s1,w1);
not (s2,w2);
not (s3,w3);
not (s4,w4);
not (s5,w5);
not (s6,w6);
not (s7,w7);
endmodule 
module div_frec(
input clk,
output reg clk_div);
integer contador; 
always @(posedge clk)
begin
	if(contador==25000000)
		begin
			contador<=1;
			clk_div=!clk_div;
		end
	else
		contador<=contador+1;
end
endmodule
module state_machine(
input dir,clk,rst,
output reg [3:0]salida); 
reg [15:0] state; 
parameter zero=0,one=1,two=2,three=3,four=4,five=5,six=6,seven=7,eight=8,nine=9,ten=10,eleven=11,twelve=12,thirteen=13,fourteen=14,fiveteen=15; 
always @ (posedge clk or posedge rst) 
begin 
	if(rst==1)
		state=zero;
else
	case(state)
		zero:
			if(dir==1) 
				state=one;
			else
				state=fiveteen;
		one:
			if(dir==1)
				state=two;
			else
				state=zero;
		two:
			if(dir==1)
				state=three;
			else
				state=one;
		three:
			if(dir==1)
				state=four;
			else
				state=two;
		four:
			if(dir==1) 
				state=five;
			else
				state=three;
		five:
			if(dir==1) 
				state=six;
			else
				state=four;
		six:
			if(dir==1) 
				state=seven;
			else
				state=five;
		seven:
			if(dir==1) 
				state=eight;
			else
				state=six;
		eight:
			if(dir==1) 
				state=nine;
			else
				state=seven;
		nine:
			if(dir==1) 
				state=ten;
			else
				state=eight;
		ten:
			if(dir==1) 
				state=eleven;
			else
				state=nine;
		eleven:
			if(dir==1) 
				state=twelve;
			else
				state=ten;
		twelve:
			if(dir==1) 
				state=thirteen;
			else
				state=eleven;
		thirteen:
			if(dir==1) 
				state=fourteen;
			else
				state=twelve;
		fourteen:
			if(dir==1) 
				state=fiveteen;
			else
				state=thirteen;
		fiveteen:
			if(dir==1) 
				state=zero;
			else
				state=fourteen;								
	endcase
end
always @(state) 
	begin
		case(state)
			zero:
				salida=(4'b 0000);
			one:
				salida=(4'b 0001);
			two:
				salida=(4'b 0010);
			three:
				salida=(4'b 0011);
			four:
				salida=(4'b 0100);
			five:
				salida=(4'b 0101);
			six:
				salida=(4'b 0110);
			seven:
				salida=(4'b 0111);
			eight:
				salida=(4'b 1000);	
			nine:
				salida=(4'b 1001);
			ten:
				salida=(4'b 1010);
			eleven:
				salida=(4'b 1011);
			twelve:
				salida=(4'b 1100);
			thirteen:
				salida=(4'b 1101);
			fourteen:
				salida=(4'b 1110);
			fiveteen:
				salida=(4'b 1111);
		endcase
	end
endmodule
==> ./run.sh <==
#!/bin/bash
# OpenROAD 26Q1-2900-gdf79404cd8, Yosys 0.63+post, stock flow scripts
make -C /OpenROAD-flow-scripts/flow DESIGN_CONFIG=/design/flow/config.mk WORK_HOME=/design/flow/orfs finish
==> ./config.mk <==
export PLATFORM = sky130hd
export DESIGN_NAME = contador_asendente_desendente_fpga
export DESIGN_NICKNAME = contador_asendente_desendente_fpga
export VERILOG_FILES = /design/flow/design.v
export SDC_FILE = /design/flow/constraint.sdc
export NUM_CORES = 4
export LEC_CHECK = 1
export CORE_UTILIZATION = 50
==> ./constraint.sdc <==
current_design contador_asendente_desendente_fpga

set clk_period 5.0
set clk_io_pct 0.2

create_clock -name clk0 -period $clk_period [get_ports {clk}]

set non_clock_inputs [all_inputs -no_clocks]
set_input_delay [expr $clk_period * $clk_io_pct] -clock clk0 $non_clock_inputs
set_output_delay [expr $clk_period * $clk_io_pct] -clock clk0 [all_outputs]
==> flow_summary.json <==
{
  "fp.dieW_um": 70.2,
  "drive_gt1_share_pct": 11.8,
  "unclocked_pins": 20,
  "worst_pin_slew_ps": 693,
  "layout.cells.most_common": "dfxtp_1",
  "relSlewSlack_pct": 53.7,
  "drt_wl_total_mm": 3.74,
  "clk_pin_slew_ps": 60,
  "max-vdd-ir-drop_mv": 0.179,
  "netlist_instances": 236,
  "worstSetupPathType": "reg2reg",
  "edf_count": 1,
  "untimed_endpoints": 27,
  "cts_root_buf": "clkbuf_8",
  "final_core_util_pct": 57.8,
  "initialDrtViolationCount": 55,
  "coreArea_um2": 4410,
  "fin_worst_skew_ps": 6.82,
  "grt_max_degree": 18,
  "ys.flops": 53,
  "finalNonFillerCells": 298,
  "dieArea_um2": 4930,
  "cp.arrival_ps": 2060,
  "grt_pass1_wl_mm": 6.62,
  "wl_per_cell_um": 12.6,
  "final_cell_mix": "32 x dfxtp_1, 24 x nor2_1, 23 x nand2_1, 17 x nand3_1, 16 x mux2_2",
  "fmax_mhz": 479,
  "finalSetupTns_ps": 0,
  "cp.required_ps": 4970,
  "finalWorstPathRequiredPeriod_ps": 2090,
  "avgSynthCellArea_um2": 9.87,
  "pin_count": 10,
  "switching_share_pct": 19.0,
  "pwr-share-clk_pct": 46.3,
  "dieHeight_um": 70.2,
  "postCtsSetupRepairBufs": 0,
  "p_int_uw": 409,
  "yosysUniqueCellTypes": 37,
  "ys.flop_type": "dfxtp_1",
  "crit_fanout": 13,
  "seq_power_share_pct": 52.2,
  "cts_tree": "yes",
  "fin_area_um2": 2550,
  "grt.total_usage_pct": 16.9,
  "rows": 24,
  "grt_pass1_vias": 1529,
  "h-tree-depth": 2,
  "power_density_nw_per_um2": 198,
  "setup_violations": 0,
  "cts_hold_buffers": 0,
  "ys_area_um2": 2330,
  "initCoreUtil_pct": 52.7,
  "netlist_area_um2": 2330,
  "vias_per_cell": 5.40,
  "dp_hpwl_mm": 2.78,
  "ys_cells": 236,
  "first_pass_iters": 4,
  "ant_nets": 0,
  "post-route-drc-count": 0,
  "async_reset_ff_share_pct": 30.2,
  "antenna-diode-count": 0,
  "synthToLayoutAreaGrowth_pct": 9.62,
  "crit_path_end_kind": "flop",
  "leakagePower_nw": 1.06,
  "ys_warn_count": 2,
  "ff_latch_area_um2": 1130,
  "gp_congestion": 0.843,
  "dp.cells": 290,
  "power_switching_uw": 96.3,
  "whs_ps": 458,
  "cts.repair.resized": 0,
  "drv_slew": 0,
  "fin_crit_sh_pct": 41.7,
  "insertion_delay_ps": 280,
  "logic_area_um2": 1120,
  "fillerInstances": 366,
  "tool_warnings": 26,
  "grt_overflow": 0,
  "io_buffers": 9,
  "vias": 1609,
  "drv_cap": 0,
  "antenna_found_initial": 0,
  "start_kind": "flop",
  "placed_area_um2": 2440,
  "status": "finished, final reports clean",
  "rsz0062_at_grt": "no",
  "cts_buffer_depth": 2,
  "min_path_type": "reg2reg",
  "hold_violations": 0,
  "combPwrFrac_pct": 1.5,
  "cts_buffers": 5
}
## Yosys cell counts (2+ instances only)
| cell | instances | area share [%] |
|---|---|---|
| and3_1 | 2 | 0.54 |
| inv_1 | 8 | 1.3 |
| xor2_1 | 14 | 5.3 |
| a21oi_1 | 5 | 1.1 |
| dlxtn_1 | 4 | 2.6 |
| nor3_1 | 3 | 0.64 |
| o32ai_1 | 2 | 0.75 |
| ha_1 | 2 | 1.1 |
| nand2_1 | 23 | 3.7 |
| mux2_2 | 16 | 7.7 |
| nand4_1 | 10 | 2.7 |
| nor4_1 | 10 | 2.7 |
| and2_1 | 2 | 0.54 |
| or4_1 | 2 | 0.64 |
| clkbuf_1 | 6 | 0.97 |
| nor2_1 | 24 | 3.9 |
| dfrtp_1 | 15 | 16 |
| nand3_1 | 17 | 3.7 |
| o21ai_0 | 5 | 1.1 |
| xnor2_1 | 15 | 5.6 |
| or3_1 | 2 | 0.54 |
| and4_1 | 3 | 1.1 |
| dfxtp_1 | 32 | 28 |
## layer usage
layer	part of all wire (%)	wire length (um)	vias to the layer above	track usage (%)
met1	47	1770	733	24.8
met4	1.4	53	0	1.78
met5	0	0	-	0
met2	48	1810	20	28.5
met3	2.9	109	5	2.92
li1	-	-	851	-
## path summary, 6_finish.rpt
path	startpoint	endpoint	slack, ps	depth (start not counted)
worst max-delay path	conex1.contador[0]$_SDFF_PN1_	conex1.clk_div$_DFFE_PN_	2910	6
worst min-delay path	conex1.contador[0]$_SDFF_PN1_	conex1.contador[0]$_SDFF_PN1_	460	1
worst max register to register	conex1.contador[0]$_SDFF_PN1_	conex1.clk_div$_DFFE_PN_	2910	6
worst min register to register	conex1.contador[0]$_SDFF_PN1_	conex1.contador[0]$_SDFF_PN1_	460	1
## per-stage QoR
step	power, mW	setup WS (ps)
final	0.506	2910
after global routing	0.524	2750
after CTS	0.512	2930
after detailed placement	0.278	2950
after global placement	0.278	3030
after floorplan	0.276	3090
## critical path, stage by stage (launching register included)
cell and delay (ps):
dfxtp_1 340, inv_1 70, ha_1 130, nor4b_1 290, nand4_1 150, or4_4 590, nor2_8 210
## cells by family after synthesis
kind of cell,share of synthesized area (%)
flip-flops,46.1
multiplexers,7.74
adder cells (fa/ha/maj),1.50
AND-OR/OR-AND,3.49
AND/OR/NAND/NOR,24.6
XOR/XNOR,10.9
latches,2.58
buffers and inverters,3.12
## sequential cells by signal, indices dropped and copies added, names as in the netlist
register / cells
conex2.salida: 4
conex2.state: 16
conex1.clk_div: 1
conex1.contador: 32
## power by group through the flow
stage         Clock [mW]  Sequential (mW)  Combinational, mW
finish             0.234            0.264            0.00782
global route       0.252            0.264            0.00888
CTS                0.240            0.264            0.00805
## final cells by class
type	instances	share of cell area, %
clock buffers	8	4.36
flip-flops and latches	53	44.4
well taps	52	2.55
multi-input cells	168	44.0
repair buffers	9	3.53
inverters	8	1.18
Power is estimated from default activity; no workload was simulated.
